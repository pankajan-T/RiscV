### /design/flow/config.mk
export PLATFORM = sky130hd
export DESIGN_NAME = MUX1
export DESIGN_NICKNAME = MUX1
export VERILOG_FILES = /design/flow/design.v
export SDC_FILE = /design/flow/constraint.sdc
export NUM_CORES = 4
export LEC_CHECK = 1
export CORE_AREA = 10 10 78 78
export DIE_AREA = 0 0 88 88
### /design/flow/constraint.sdc
current_design MUX1

set clk_period 6.1
set clk_io_pct 0.2

create_clock -name clk0 -period $clk_period

set non_clock_inputs [all_inputs -no_clocks]
set_input_delay [expr $clk_period * $clk_io_pct] -clock clk0 $non_clock_inputs
set_output_delay [expr $clk_period * $clk_io_pct] -clock clk0 [all_outputs]
### /design/flow/design.v
module MUX1 #(parameter Width = 32)(input [Width-1 : 0] a,b,c,
 input  [1:0] s,
 output [Width-1 : 0] out);
assign out = (s == 2'b10) ? c : (s == 2'b01) ? b : a;
endmodule
### /design/flow/run.sh
#!/bin/bash
# OpenROAD 26Q1-2900-gdf79404cd8, Yosys 0.63+post, stock flow scripts
make -C /OpenROAD-flow-scripts/flow DESIGN_CONFIG=/design/flow/config.mk WORK_HOME=/design/flow/orfs finish
==> impl_metrics.sql <==
-- generated from flow reports
INSERT INTO impl_metrics (metric_group, metric, value, unit) VALUES
('job', 'maxCapViolCount', '0', ''),
('final_layout', 'final_common_cell', 'clkdlybuf4s50_1', ''),
('drt', 'drt_pass1_iterations', '4', ''),
('final_layout', 'area.combinational', '961', 'um^2'),
('yosys', 'synth.yosys.chip_area', '1080', 'um^2'),
('timing', 'finalHoldViolCount', '0', ''),
('final_layout', 'flop-count', '0', ''),
('timing', 'min_period', '4.25', 'ns'),
('yosys', 'syn-cell-area', '1080', 'um^2'),
('critical_path', 'setup.worst_path.end_class', 'output port', ''),
('power_and_ir_drop', 'power.density', '70.8', 'nW/um^2'),
('floorplanning', 'ios', '130', ''),
('timing', 'slew_headroom', '0.552', ''),
('final_layout', 'lay_top_cells', '128 x clkdlybuf4s50_1, 96 x mux2i_1, 3 x buf_4, 1 x buf_2', ''),
('drt', 'ant_nets', '0', ''),
('power_and_ir_drop', 'vdd_drop_max', '42.4', 'uV'),
('critical_path', 'worstPathRequired', '4.88', 'ns'),
('global_route', 'grt_util_all_layers', '0.117', ''),
('critical_path', 'critical-path-top-delay-family', 'buffers and inverters', ''),
('place', 'last_weighted_congestion_value_of_the_routability_driven_placer', '0.738', ''),
('timing', 'setup_viol_count_final', '0', ''),
('hold_path', 'hold_path_class', 'input pin to output port', ''),
('timing', 'achievable-frequency', '0.235', 'GHz'),
('yosys', 'synth-cells-yosys', '107', ''),
('yosys', 'area_leaders', 'mux2i_1 89%, buf_8 8.3%, buf_2 1.4%', ''),
('place', 'detailed_place_hpwl', '4.32', 'mm'),
('place', 'port_buffers', '130', ''),
('global_route', 'globalRouteOverflowTotal', '0', ''),
('drt', 'n_antenna_cell', '0', ''),
('critical_path', 'critPathMaxFanout', '42', ''),
('yosys', 'syn-instance-count', '107', ''),
('floorplanning', 'initial_utilization', '0.245', ''),
('drt', 'via_per_inst', '4.61', ''),
('yosys', 'netlist.top_cell.by_area', 'mux2i_1', ''),
('critical_path', 'critPathMaxStageDelay', '0.52', 'ns'),
('drt', 'remaining_drc_errors', '0', ''),
('yosys', 'post_synth_num_cell_types', '5', ''),
('timing', 'setup_total_negative_slack', '0', 'ns'),
('timing', 'slew_viols_final', '0', ''),
('clock_network', 'cts_hold_buffers', '0', ''),
('clock_network', 'post_cts_resized', '0', ''),
('place', 'instance_area_after_placement', '2330', 'um^2'),
('floorplanning', 'die_y', '88', 'um'),
('drt', 'routed_wirelength', '4.97', 'mm'),
('drt', 'num_vias', '1290', ''),
('floorplanning', 'dieArea', '7740', 'um^2'),
('floorplanning', 'coreArea', '4410', 'um^2'),
('timing', 'layout_worst_path_cycle_share', '0.697', ''),
('drt', 'drt_first_iter_violations', '20', ''),
('yosys', 'ys_seq_share', '0', ''),
('critical_path', 'critical_path.cell_chain', 'buf_4 -> buf_4 -> mux2i_1 -> mux2i_1 -> clkdlybuf4s50_1', ''),
('drt', 'post_drt_wl_per_cell', '17.7', 'um'),
('yosys', 'ys.warnings.count', '0', ''),
('critical_path', 'criticalPathCategory', 'input pin to output port', ''),
('yosys', 'per_instance_average_area_after_synthesis', '10.1', 'um^2'),
('global_route', 'grt_start_max_net_pins', '43', ''),
('power_and_ir_drop', 'p_leak', '1.08', 'nW'),
('final_layout', 'post_route_cells_drive_above_1_share', '0.0175', ''),
('final_layout', 'layout.area.seq', '0', 'um^2'),
('critical_path', 'worstSetupStartpointType', 'input pin', ''),
('final_layout', 'num-clock-buffers', '0', ''),
('global_route', 'first_global_vias', '1405', ''),
('final_layout', 'area_growth_syn_to_layout', '116', '%'),
('yosys', 'synth_largest_type_area_fraction', '0.888', ''),
('floorplanning', 'placementRows', '24', ''),
('critical_path', 'timing.critical_path.slowest_stage_cell', 'buf_4', ''),
('global_route', 'grt_first_pass_wirelength', '7.25', 'mm'),
('timing', 'rsz0062_at_grt', 'no', ''),
('job', 'tool_warnings', '33', ''),
('outcome', 'status', 'finished clean', ''),
('critical_path', 'count_of_buffering_cells_on_the_critical_path_with_inverters_included', '3', ''),
('critical_path', 'worst_ep_arrival_time', '3.03', 'ns'),
('timing', 'transition_time_at_the_pin_with_the_least_slew_margin', '0.671', 'ns'),
('floorplanning', 'die.size.x', '88', 'um'),
('final_layout', 'fillerInstances', '410', ''),
('global_route', 'grt_antenna_before_repair', '0', ''),
('clock_network', 'cts_setup_buffers', '0', ''),
('final_layout', 'finalInstanceArea', '2330', 'um^2');
cell usage after synthesis:
cell type and count:
mux2i_1 96, buf_8 6, buf_2 3, buf_6 1, clkbuf_2 1
cells by family after synthesis:
| group | after synthesis | share of synthesized area |
|---|---|---|
| mux | 96 | 0.888 |
| buf+inv | 11 | 0.112 |
path summary, 6_finish.rpt:
| kind | cells after the start | from | endpoint |
|---|---|---|---|
| worst max-delay path | 5 | s[0] | out[7] |
| worst min-delay path | 4 | s[1] | out[5] |
metal layers:
metal  wire [um]  up-vias  GRT usage
met3         805        4     0.0804
li1            -      655          -
met1        1630      562      0.117
met5           0        -          0
met2        2470       69      0.202
met4          61        0     0.0130
report_power, final:
part           switching (mW)  internal, mW
clock network               0             0
registers                   0             0
logic                  0.0450         0.120
total                  0.0450         0.120
tightest hold or removal path: stages:
cell and delay (ns):
buf_2 0.09, buf_4 0.29, mux2i_1 0.18, clkdlybuf4s50_1 0.41
through the flow:
stage	hold WS, ns	util	power [mW]	instances	worst slack, ns
2_1_floorplan	2.55	-	0.0577	107	3.11
3_3_place_gp	3.43	0.529	0.166	280	1.87
3_5_place_dp	3.43	0.529	0.168	280	1.83
4_1_cts	3.43	0.529	0.169	280	1.84
5_1_grt	3.46	0.529	0.180	280	1.69
6_report	3.41	0.529	0.165	280	1.85
area by class of cell:
type,count,area share
timing repair buffer,132,0.561
tap,52,0.0279
multi-input combinational,96,0.412
No activity file was given, so power comes from the tool's default toggle rates.
