**flow/design.v**
```verilog
module instructionmemory #(parameter Width = 32)(
    input [Width-1:0] address,
    output [Width-1:0] ReadData
    );
reg [Width-1:0] Mem[127:0];
initial
begin
Mem[0] = 32'h002081B3;  
Mem[4] = 32'h403202B3;  
Mem[8] = 32'h00308383;  
Mem[12] = 32'h0013F333;  
Mem[16] = 32'h001112B3;  
Mem[20] = 32'h001122B3;  
Mem[24] = 32'h00210463;  
Mem[28] = 32'h001132B3;  
Mem[32] = 32'h001142B3;  
Mem[36] = 32'h001152B3;  
Mem[40] = 32'h401152B3;  
Mem[44] = 32'h008002EF;  
Mem[48] = 32'h00110293;  
Mem[52] = 32'h00312293;  
Mem[56] = 32'h00517293;  
Mem[60] = 32'h00211293;  
Mem[64] = 32'h002102E7;  
end
assign ReadData = Mem[address];
endmodule
```
**flow/run.sh**
```bash
#!/bin/bash
# OpenROAD 26Q1-2900-gdf79404cd8, Yosys 0.63+post, stock flow scripts
make -C /OpenROAD-flow-scripts/flow DESIGN_CONFIG=/design/flow/config.mk WORK_HOME=/design/flow/orfs finish
```
**flow/config.mk**
```make
export PLATFORM = sky130hd
export DESIGN_NAME = instructionmemory
export DESIGN_NICKNAME = instructionmemory
export VERILOG_FILES = /design/flow/design.v
export SDC_FILE = /design/flow/constraint.sdc
export NUM_CORES = 4
export LEC_CHECK = 1
export CORE_AREA = 10 10 70 70
export DIE_AREA = 0 0 80 80
```
**flow/constraint.sdc**
```tcl
current_design instructionmemory

set clk_period 1.0
set clk_io_pct 0.2

create_clock -name clk0 -period $clk_period

set non_clock_inputs [all_inputs -no_clocks]
set_input_delay [expr $clk_period * $clk_io_pct] -clock clk0 $non_clock_inputs
set_output_delay [expr $clk_period * $clk_io_pct] -clock clk0 [all_outputs]
```
==> Changelog: implementation <==
### Implementation results

* Post-Syn Instances at 70
* Yosys xor share at 0%
* Status: finished, violations left
* CP Capture Type: output port
* Ys cells at 70
* Critical path type: input pin to output port
* Pwr Density at 370.0 nW/µm²
* Final setup fails at 20
* Max incr delay on CP at 0.26 ns
* Starting Density at 15.13%
* Met2 WL at 1000 µm
* First-pass DRT Iterations at 4
* FF+latch area at 0 µm²
* First-pass GRT wire length at 3346 µm
* Fraction of layout cells with a size suffix above 1 at 75.83%
* Maximum fanout along the worst path at 4
* Synth mux share at 8.959%
* Tot GR Track Use at 6.166%
* Post-synthesis instance area at 516.7 µm²
* Syn. warnings at 1
* Comb area leader: buffers and inverters
* Routed Antenna Nets at 0
* Fillers at 343
* WP buf/inv at 3
* Mean Syn Cell Area at 7.382 µm²
* RSZ-0062 raised after global routing: true
* Final cell count without fillers at 166
* Dpl cells at 147
* CLK BUF at 0
* Failing checks: setup timing
* Vias at 622
* Post-route cell area at 1136 µm²
* Worst-path cell chain: buf_8 -> buf_6 -> ha_4 -> mux2_4 -> o22ai_2 -> buf_2
* Area leader, netlist: buf_4
* TNS Setup at -3.433 ns
* Initial antenna violation count at 0
* Post-DP HPWL at 1419 µm
* Max Slew Vio Count at 0
* Synth cell types at 30
* Basic Gates by Area at 25.67%
* Largest net degree at the start of global routing at 9
* # hold bufs at CTS at 0
* Area of placed instances at 838.3 µm²
* Pleak at 0.5426 nW
* Number of DRC markers in iteration 0 at 9
* WL/cell at 12.32 µm
* Fmax at 767.1 MHz
* DR DRC count at 0
* Routed WL at 2045 µm
* Core area at 3416 µm²
* Routed met3 length at 66 µm
* Vias in the first global route at 677
* Adder Share, Synth at 14.53%
* OpenROAD warnings at 67
* Delay-heaviest family, CP: buffers and inverters
* Die ar. at 6400 µm²
* Max IR drop VDD at 0.0002207 V
* Vias per std cell at 3.747
* Max-area cell share at 20.34%
* Crit share post-route at 130.4%
* Total global routing overflow at 0
* Die height at 80 µm
* Final hold violation count at 0
* Area delta synth->final at 119.9%
* Synth Seq Share at 0%
* Met1 WL at 978 µm
* PortBufs at 25
* CP max stage cell: mux2_4
* Flop count at 0
* Layout Utilization at 33.26%
* Worst EP required at 0.80 ns
* Top Ports at 64
* Max Used Layer: met3
* YS chip area at 516.7 µm²
* Worst setup margin at -0.3036 ns
* Hold Crit Class: input pin to output port
* Maxcap violations at 0
* GPL Wtd Cong at 0.7954
* Synth Area in Compound Gates at 18.64%
* Critical Path AT at 1.10 ns
* Row Count at 21
* Tmin final at 1.304 ns
* Die W at 80 µm
* Largest cells by area: buf_4, ha_1, buf_6
* Kind of start point of the critical path: input pin
* Diodes inserted at 0
metrics by stage:
stage	hold WS [ns]	worst slack (ns)	power, mW
final	0.7646	-0.3036	0.4203
after global routing	0.7998	-0.3302	0.4547
after CTS	0.6544	-0.3077	0.3890
after detailed placement	1.513	-1.212	0.2826
after global placement	1.497	-1.174	0.2820
after floorplan	0.4402	-0.03769	0.1593
cells in the mapped netlist (2+ instances only):
cell and count:
nor3_1 5, nand2_1 5, ha_1 6, nor2b_1 2, buf_4 14, a211oi_1 3, inv_1 4, buf_6 3
conb_1 2, nor2_1 4, a21o_1 2, mux2i_1 2
area by class of cell:
type / instances / area (µm²) / area share, %
inverters: 4 / 22.52 / 1.982
multi-input cells: 58 / 569.3 / 50.11
well taps: 46 / 57.56 / 5.066
repair buffers: 58 / 486.7 / 42.84
final timing paths:
check                 startpoint      endpoint  slack (ns)  cells past startpoint
worst max-delay path  address[3]  ReadData[20]       -0.30                      6
worst min-delay path  address[5]  ReadData[21]        0.76                      4
per-layer routing:
layer | up-vias | global-route usage (%)
met5 | - | 0
met4 | 0 | 0
met3 | 0 | 0.6818
met2 | 23 | 11.00
met1 | 283 | 8.179
li1 | 316 | -
layout by cell type, fill, tap and decap left out:
cell type	count
nor2_2	1
inv_2	2
and2b_4	1
inv_8	1
buf_6	13
or2_4	1
a31oi_2	1
nor2_1	1
nand3b_1	1
o22ai_2	1
nor3_4	2
buf_2	20
nor3b_2	1
o21bai_1	1
nand2_1	3
nand2_2	2
mux2i_1	1
nor2b_4	1
nand2b_4	1
nor3_1	1
nor3_2	2
inv_1	1
buf_8	2
o21ai_1	1
buf_12	3
buf_4	20
a211oi_2	4
mux2i_2	1
mux2_4	2
ha_4	5
conb_1	12
ha_1	1
nor2b_1	1
nand2_4	1
a21o_1	2
a21oi_1	1
and3_1	1
nor2_4	3
a311o_1	1
kinds of logic (layout without fill, tap and decap cells):
family	after synthesis	count (layout)
compound gates	12	12
fa+ha+maj	6	6
buf+inv	22	62
mux	4	4
other cells	2	12
simple gates	24	24
power breakdown:
part           switching (mW)  internal [mW]  leakage [nW]
Clock                       0              0             0
Combinational           0.173          0.247         0.543
Sequential                  0              0             0
Total                   0.173          0.247         0.543
timing repair:
item | 4_1_cts | 5_1_grt
gates resized | 138 | 8
endpoints found under the setup margin | 20 | 20
cloned | 0 | 0
pin swaps | 20 | 8
buffers inserted | 16 | 3
Power figures rest on the tool's default switching activity, not on a simulated workload.
