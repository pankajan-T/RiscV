<file path="design.v">
module ALU #(parameter Width = 32)(
input [3:0] controlsignal, input [Width-1:0] A1,A2,
output reg [Width-1:0] Y, output zero);
always @(*)
begin
if (controlsignal == 4'b0000)
 Y = A1 & A2;
else if (controlsignal == 4'b0001)
 Y = A1 | A2;
else if(controlsignal == 4'b0010)
 Y = A1 + A2;
else if(controlsignal == 4'b0110)
Y = A1 - A2;
else if(controlsignal == 4'b0011)
Y = A1 << A2;
else if(controlsignal == 4'b0100)
begin
if((~A1+1) < (~A2+1))
Y = 1;
else 
Y = 0; 
end
else if(controlsignal == 4'b0101)
begin
if(A1 < A2)
Y = 1;
else 
Y = 0;
end
else if(controlsignal == 4'b0111)
Y = A1 ^ A2;
else if(controlsignal == 4'b1000)
Y = A1 >> A2;
else if(controlsignal == 4'b1010)
Y = A1 >>> A2;
else
 Y = {Width{1'bx}};
end 
assign zero = (Y == 0) ? 1 : 0;
endmodule
</file>
<file path="run.sh">
#!/bin/bash
# OpenROAD 26Q1-2900-gdf79404cd8, Yosys 0.63+post, stock flow scripts
make -C /OpenROAD-flow-scripts/flow DESIGN_CONFIG=/design/flow/config.mk WORK_HOME=/design/flow/orfs finish
</file>
<file path="config.mk">
export PLATFORM = sky130hd
export DESIGN_NAME = ALU
export DESIGN_NICKNAME = ALU
export VERILOG_FILES = /design/flow/design.v
export SDC_FILE = /design/flow/constraint.sdc
export NUM_CORES = 4
export LEC_CHECK = 1
export CORE_UTILIZATION = 50
</file>
<file path="constraint.sdc">
current_design ALU

set clk_period 28.0
set clk_io_pct 0.2

create_clock -name clk0 -period $clk_period

set non_clock_inputs [all_inputs -no_clocks]
set_input_delay [expr $clk_period * $clk_io_pct] -clock clk0 $non_clock_inputs
set_output_delay [expr $clk_period * $clk_io_pct] -clock clk0 [all_outputs]
</file>
==> impl_metrics.toml <==
# implementation run metrics
[final_layout]
nClkBuffers = 0
drive_gt1_share_pct = 9.10
flop-count = 0
final_util_pct = 55.7
synthToLayoutAreaGrowth_pct = 9.27
final_cell_mix = "nor2_1 (157), nand2_1 (157), ha_1 (129)"
fin_cells = 2057
seq_area_sq_um = 0
fin_area_sq_um = 13100

[synthesis]
yosys_cells = 1733
largest_area_cell = "ha_1"
top_cell_area_share_pct = 13.5
syn_area_per_cell_sq_um = 6.90
synthAoiAreaFrac_pct = 29.5
synthTopLogicFamily = "AND-OR/OR-AND gates"
synth-simple-area-share_pct = 25.6
xor_share_pct = 5.71
synth-adder-area-share_pct = 13.8
ys_area_sq_um = 12000
synth_seq_share_pct = 0
mux_share_pct = 16.8
synthCells = 1733
yosysWarnings = 1
syn-cell-area_sq_um = 12000
synth.distinct_cells = 91
area_leaders = "ha_1 (13%), mux4_2 (8.3%), mux2i_1 (6.0%)"

[setup_path]
cp_top_family = "simple AND/OR/NAND/NOR gates"
end_kind = "output port"
critPathMaxFanout = 49
critPathLaunchType = "primary input"
crit_slowest_cell = "nor3_1"
path_class = "primary input to output port"
slowest_delay_ns = 0.60
path_buffers = 3
required_ns = 22.40
crit_top_cell = "nand2_1"
cp.depth = 25
arrival_ns = 12.50

[outcome]
status = "finished, final reports clean"

[power]
power.internal_uw = 97.6
p_per_area_nw_per_um2 = 19.6
switching_share_pct = 61.9
finalPower_uw = 256
p_sw_uw = 159
leakagePower_nw = 5.13
ir_drop_mv = 0.0238

[drt]
remaining_drc_errors = 0
firstDrtPassIters = 8
via_per_inst = 7.08
ant_nets = 0
wl_per_cell_microns = 27.3
wirelength_microns = 56100
vias = 14600
drt_iter0_drc = 1772

[die]
rows = 56
num_io_pins = 101
core_sq_um = 23500
die_w_microns = 157
fp_util_pct = 50.9
chipArea_sq_um = 24500
die_y_microns = 157

[global_routing]
grt_first_pass_wirelength_microns = 83800
grt_remaining_overflow = 0
first_global_vias = 13100
grt_antenna_before_repair = 0
grt_start_max_net_pins = 69
grtUsageTotal_pct = 46.9

[job]
warnings = 96
max_cap_violations = 0

[hold_path]
hold_class = "primary input to output port"
min_path_cells = 5

[place]
place_inst = 2056
place.gp.congestion = 1.08
dpl-instance-area_sq_um = 13100
portBuffers = 101
dp_hpwl_microns = 43900
place_ws_ns = 10.18

[final_timing]
finalCritPeriodShare_pct = 64.6
hold_violations = 0
layout_setup_ws_ns = 9.90
rsz0062_at_grt = "no"
setup_violations = 0
final-max-slew-violation-count = 0
maxSlewHeadroom_pct = 24.6
tns_ns = 0
post-route-min-period_ns = 18.10
worst_slew_pin_slew_ns = 1.10
whs_ns = 12.34
fmax_ghz = 0.0553

[clock_network]
post_cts_resized = 0
post_cts_buffers = 0
ctsHoldBuffers = 0
[power by group through the flow]
stage / Clock, mW / Combinational (mW) / Sequential [mW]
after CTS: 0 / 0.246 / 0
after global routing: 0 / 0.272 / 0
[synth_stat cells (6+ instances only)]
cell type / n
xnor2_1: 73
or4_1: 9
and3_1: 12
a22oi_1: 6
a2111oi_0: 11
or3_1: 12
o2111ai_1: 8
clkbuf_1: 97
a221o_1: 8
a211o_1: 8
o21bai_1: 6
nor3_1: 62
a21oi_1: 119
o221ai_1: 12
a211oi_1: 32
and4_1: 6
a21o_1: 21
nand2_1: 157
mux2i_1: 72
o21a_1: 13
ha_1: 129
o22ai_1: 27
o31ai_1: 20
or2_2: 12
o21ai_0: 95
inv_1: 99
mux4_2: 44
buf_6: 6
nand2b_1: 28
nor2_1: 157
buf_2: 23
nor2b_1: 20
nand3_1: 45
a221oi_1: 11
nor4_1: 35
and2_1: 14
buf_1: 12
nand4_1: 20
a311oi_1: 6
a31oi_1: 22
mux2_2: 24
o211ai_1: 26
nor3b_1: 6
o211a_1: 7
[layer usage]
layer	up-vias	share of wire [%]	track usage [%]	wire length [microns]
li1	6510	-	-	-
met1	6789	42	66.8	23300
met2	1097	40	65.0	22500
met3	167	14	17.6	8010
met4	0	4.1	15.7	2310
met5	-	0	0	0
[cell families after synthesis]
| family | count (synthesis) |
|---|---|
| XOR/XNOR | 78 |
| buffers and inverters | 245 |
| AND/OR/NAND/NOR | 619 |
| multiplexers | 142 |
| adder cells (fa/ha/maj) | 131 |
| AND-OR/OR-AND | 518 |
[layout make-up]
cell class | instances | area, sq um
multi-input combinational | 1488 | 10900
fill | 2328 | 10400
timing repair buffer | 148 | 1340
tap | 319 | 399
inverter | 101 | 379
antenna | 1 | 2.50
[final timing paths]
path	start	endpoint	slack, ns
worst max-delay path	A2[4]	zero	9.90
worst min-delay path	controlsignal[0]	Y[21]	12.34
